==> design.v <==
module iir_1st_order
#(
	parameter COEFF_WIDTH = 18,
	parameter COEFF_SCALE = 15,
	parameter DATA_WIDTH  = 16,
	parameter COUNT_BITS  = 10
)
(
	input clk,
	input reset,
	input [COUNT_BITS - 1 : 0] div,
	input signed [COEFF_WIDTH - 1 : 0] A2, B1, B2,
   input signed [DATA_WIDTH - 1 :0] in,
   output [DATA_WIDTH - 1:0] out
);
	reg signed [DATA_WIDTH-1:0] x0,x1,y0;
	reg signed [DATA_WIDTH + COEFF_WIDTH - 1 : 0] out32;
	reg [COUNT_BITS - 1:0] count;
	assign out = y0;
	always @ (*) begin
		out32 <= (B1*x0 + B2*x1) - A2*y0;  
	end
	always @ (posedge clk) begin
		if(reset) begin
			count <= 0;
			x0 <= 0;
			x1 <= 0;
			y0 <= 0;
		end
		else begin
			count <= count + 1'd1;
			if (count == div - 1) begin
					count <= 0;
					y0 <= {out32[DATA_WIDTH + COEFF_WIDTH - 1] , out32[COEFF_SCALE + DATA_WIDTH - 2 : COEFF_SCALE]};
					x1 <= x0;
					x0 <= in;
			end
		end
	end
endmodule  
module iir_2nd_order
#(
	parameter COEFF_WIDTH = 18,
	parameter COEFF_SCALE = 14,
	parameter DATA_WIDTH  = 16,
	parameter COUNT_BITS  = 10
)
(
	input clk,
	input reset,
	input [COUNT_BITS - 1 : 0] div,
	input signed [COEFF_WIDTH - 1 : 0] A2, A3, B1, B2, B3,
   input signed [DATA_WIDTH - 1 : 0] in,
   output [DATA_WIDTH - 1 : 0] out
);
	reg signed [DATA_WIDTH-1 : 0] x0,x1,x2;
	reg signed [DATA_WIDTH-1 : 0] y0,y1;
	reg signed [(DATA_WIDTH + COEFF_WIDTH - 1) : 0] out32;
	reg [COUNT_BITS : 0] count;
	assign out = y0;
	always @ (*) begin
		out32 <= (B1*x0 + B2*x1 + B3*x2) - (A2*y0 + A3*y1);  
	end
	always @ (posedge clk) begin
		if(reset) begin
			count <=  0;
			x0 <= 0;
			x1 <= 0;
			x2 <= 0;
			y0 <= 0;
			y1 <= 0; 
		end
		else begin
			count <= count + 1'd1;
			if (count == div - 1) begin
					count <= 0;
					y1 <= y0;
					y0 <= {out32[DATA_WIDTH + COEFF_WIDTH - 1] , out32[(DATA_WIDTH + COEFF_SCALE - 2) : COEFF_SCALE]};
					x2 <= x1;
					x1 <= x0;
					x0 <= in;
			end
		end
	end
endmodule  
==> run.sh <==
#!/bin/bash
# OpenROAD 26Q1-2900-gdf79404cd8, Yosys 0.63+post, stock flow scripts
make -C /OpenROAD-flow-scripts/flow DESIGN_CONFIG=/design/flow/config.mk WORK_HOME=/design/flow/orfs finish
==> config.mk <==
export PLATFORM = sky130hd
export DESIGN_NAME = iir_2nd_order
export DESIGN_NICKNAME = iir_2nd_order
export VERILOG_FILES = /design/flow/design.v
export SDC_FILE = /design/flow/constraint.sdc
export NUM_CORES = 4
export LEC_CHECK = 1
export CORE_UTILIZATION = 50
==> constraint.sdc <==
current_design iir_2nd_order

set clk_period 14.4
set clk_io_pct 0.2

create_clock -name clk0 -period $clk_period [get_ports {clk}]

set non_clock_inputs [all_inputs -no_clocks]
set_input_delay [expr $clk_period * $clk_io_pct] -clock clk0 $non_clock_inputs
set_output_delay [expr $clk_period * $clk_io_pct] -clock clk0 [all_outputs]
==> results.cfg <==
; physical design summary
[drt]
routed_via_density = 4.95
post-route-drc-count = 0
antenna_left = 0
num_vias = 37999
drt_iter0_drc = 1208
drt_pass1_iterations = 14
drt_wl_cell_um = 20.3
detail_route.wirelength_um = 155000

[synth]
yosys_warnings = 1
postSynthCellCount = 6152
async_flop_share_pct = 0
synth_seq_share_pct = 3.15
synth_area_per_cell_um2 = 9.41
ys_area_mm2 = 0.0579
post_synth_instance_area_mm2 = 0.0579
numSynthFlops = 91
edf_count = 0
ys_cells = 6152
post_synth_num_cell_types = 59
flop_cell = sky130_fd_sc_hd__dfxtp_1

[setup_path]
crit_fanout = 16
worst-endpoint-required_ns = 14.66
critPathLaunch = A3[17]
crit_path_frequent_cell = sky130_fd_sc_hd__fa_1
critical_path.max_stage_delay_ns = 0.83
cp.buffers_inverters = 7
worst_ep_arrival_time_ns = 12.30
critPathCaptureType = flip-flop
timing.critical_path.slowest_stage_cell = sky130_fd_sc_hd__clkdlybuf4s50_1
critical_path_class = in -> reg
crit-reg2reg-launch = y0[15]
worst_path_dominant_cell_family = adder cells
worstSetupStartpointType = input port

[global_routing]
grt_pass1_wl_um = 251000
gr-usage-all-layers_pct = 31.5
globalRoute.totalOverflow = 0
first_global_vias = 42842
antenna_found_initial = 7
grt_start_max_net_pins = 57

[clocking]
ctsRootBufferMaster = sky130_fd_sc_hd__clkbuf_16
cts_buffers = 9
worst_skew_pair.late_latency_ns = 0.41
path_clk_slew_ns = 0.08
cts_max_path_buffers = 2
cts_tree = built
cts_hold_repair.buffers = 0
numClockSinks = 91
postCtsResizedCells = 0
cts_max_level = 3
post-cts-setup-buffer-count = 0

[finish]
fin_area_mm2 = 0.0613
lay_top_cells = 1869 x sky130_fd_sc_hd__inv_1, 1694 x sky130_fd_sc_hd__fa_1, 788 x sky130_fd_sc_hd__nand2_1, 711 x sky130_fd_sc_hd__and2_1, 310 x sky130_fd_sc_hd__ha_1
finish.cell_count_without_fillers = 7669
drive_gt1_share_pct = 2.36
syn2layout_area_growth_pct = 5.84
post_route_core_utilization_pct = 53.5
final_layout_top_logic_cell = sky130_fd_sc_hd__inv_1
fillerInstances = 10401

[pwr]
share_comb_of_total_power_pct = 79.6
power.share.sequential_pct = 9.7
leakagePower_nw = 30.1
powerDensity_mw_per_mm2 = 42.8
netSwitchingPower_w = 0.00140
p_sw_share_pct = 53.5
power.internal_w = 0.00122
vdd_drop_max_uv = 120
pwr-share-clk_pct = 10.7

[outcome]
status = completed

[final_timing]
grt_setup_unrepaired = false
fmax_ghz = 0.0831
post-route-min-period_ns = 12.03
final_hold_viol_count = 0
timing.final.crit_share_pct = 83.6
max_slew_margin_pct = 40.0
crit_path_setup_slack_layout_ns = 2.37
report.final.setup_viol = 0
worst-slew-pin-transition_ns = 0.899
finalSetupTns_ns = 0
fin_skew_ns = 0.0113
timing_max_transition_violations_final = 0

[placement]
numPortBuffers = 133
post_place_cells = 7653
dp_slack_ns = 1.89
gpl.final_weighted_congestion = 0.963
dpl_cell_area_mm2 = 0.0610
dp.final_hpwl_um = 137000

[floorplan]
num_io_pins = 134
die-height_um = 342
area_of_the_chip_mm2 = 0.117
rows = 124
design.core.area_mm2 = 0.115
initial_core_util_pct = 50.6
chipWidth_um = 342

[worst_hold_path]
hold_path.class = reg -> reg
hp-start = x1[12]

[flow_run]
max-cap-violations = 0
count_of_warning_messages_emitted_by_the_tools = 29
-- worst paths after layout --
check	endpoint	slack [ns]	cells past startpoint
min	x1[12]	0.45	2
max reg2reg	y0[13]	4.78	24
max	y0[13]	2.37	27
min reg2reg	x1[12]	0.45	2
-- synth_stat cells, types with 3 or more instances --
cell type | count | area (um2)
sky130_fd_sc_hd__nand4_1 | 7 | 43.8
sky130_fd_sc_hd__xor2_1 | 13 | 114
sky130_fd_sc_hd__a21oi_1 | 88 | 440
sky130_fd_sc_hd__dfxtp_1 | 91 | 1820
sky130_fd_sc_hd__or4_1 | 3 | 22.5
sky130_fd_sc_hd__buf_2 | 4 | 20.0
sky130_fd_sc_hd__or3_1 | 3 | 18.8
sky130_fd_sc_hd__nor2b_1 | 28 | 175
sky130_fd_sc_hd__nand2b_1 | 33 | 206
sky130_fd_sc_hd__xnor2_1 | 79 | 692
sky130_fd_sc_hd__a21boi_0 | 3 | 22.5
sky130_fd_sc_hd__and2_1 | 711 | 4450
sky130_fd_sc_hd__o21a_1 | 4 | 30.0
sky130_fd_sc_hd__clkbuf_1 | 249 | 935
sky130_fd_sc_hd__o21ai_0 | 10 | 50.1
sky130_fd_sc_hd__nand3_1 | 15 | 75.1
sky130_fd_sc_hd__nor3_1 | 9 | 45.0
sky130_fd_sc_hd__buf_6 | 4 | 45.0
sky130_fd_sc_hd__a21o_1 | 5 | 37.5
sky130_fd_sc_hd__o211ai_1 | 7 | 52.6
sky130_fd_sc_hd__nand2_1 | 788 | 2960
sky130_fd_sc_hd__nor2_1 | 57 | 214
sky130_fd_sc_hd__fa_1 | 1694 | 33900
sky130_fd_sc_hd__nand4b_1 | 3 | 26.3
sky130_fd_sc_hd__and3_1 | 8 | 50.1
sky130_fd_sc_hd__ha_1 | 310 | 3880
sky130_fd_sc_hd__a211oi_1 | 5 | 37.5
sky130_fd_sc_hd__a31oi_1 | 5 | 31.3
sky130_fd_sc_hd__buf_4 | 7 | 52.6
sky130_fd_sc_hd__inv_1 | 1869 | 7020
-- through the flow --
| stage | hold slack, ns | power [W] |
|---|---|---|
| floorplan | 0.453 | 0.00176 |
| global placement | 0.438 | 0.00233 |
| detailed placement | 0.445 | 0.00234 |
| CTS | 0.455 | 0.00264 |
| global route | 0.481 | 0.00291 |
| finish | 0.455 | 0.00263 |
-- metal layers --
metal	track usage (%)	up-vias	part of all wire, %
li1	-	16959	-
met1	45.6	19534	38
met2	45.1	1339	46
met3	18.3	155	14
met4	4.57	12	2.1
met5	0.0817	-	0.041
-- cell type report --
class                      instances  area [um2]  share of cell area (%)
clock buffer                      10         239                   0.390
antenna                            1        2.50                 0.00408
inverter                        1870        7020                    11.5
multi-input combinational       3927       48000                    78.4
tap                             1512        1890                    3.09
clock inverter                     5        60.1                  0.0980
sequential                        91        1820                    2.97
timing repair buffer             253        2230                    3.64
-- worst min-delay path, cell delays in order (launching register included) --
cell,delay (ns)
sky130_fd_sc_hd__dfxtp_1,0.32
sky130_fd_sc_hd__nand2_1,0.05
sky130_fd_sc_hd__a21oi_1,0.05
-- state kept, by name, indices dropped and copies added (netlist names) --
register and cells:
x1 16, y1 16, x2 16, count 11, y0 16, x0 16
-- power groups by stage --
| stage | Combinational (W) | Sequential (W) | Clock, W |
|---|---|---|---|
| 5_1_grt | 0.00236 | 0.000255 | 0.000294 |
| 6_report | 0.00209 | 0.000255 | 0.000281 |
| 4_1_cts | 0.00210 | 0.000255 | 0.000287 |
-- kinds of logic after synthesis --
| kind of cell | Yosys count | share of synthesized area [%] |
|---|---|---|
| buffers and inverters | 2134 | 13.9 |
| adders and majority gates | 2004 | 65.3 |
| and+or+nand+nor | 1675 | 14.5 |
| AOI/OAI and AO/OA | 153 | 1.69 |
| xor gates and xnor gates | 93 | 1.43 |
| DFF | 91 | 3.15 |
| muxes | 2 | 0.0346 |
Power figures rest on the tool's default switching activity, not on a simulated workload.
