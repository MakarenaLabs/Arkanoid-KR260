## flow/run.sh

```bash
#!/bin/bash
# OpenROAD 26Q1-2900-gdf79404cd8, Yosys 0.63+post, stock flow scripts
make -C /OpenROAD-flow-scripts/flow DESIGN_CONFIG=/design/flow/config.mk WORK_HOME=/design/flow/orfs finish
```

## flow/config.mk

```make
export PLATFORM = sky130hd
export DESIGN_NAME = arkanoid_lpf
export DESIGN_NICKNAME = arkanoid_lpf
export VERILOG_FILES = /design/flow/design.v
export SDC_FILE = /design/flow/constraint.sdc
export NUM_CORES = 4
export LEC_CHECK = 1
export CORE_UTILIZATION = 30
```

## flow/constraint.sdc

```tcl
current_design arkanoid_lpf

set clk_period 16.8
set clk_io_pct 0.2

create_clock -name clk0 -period $clk_period [get_ports {clk}]

set non_clock_inputs [all_inputs -no_clocks]
set_input_delay [expr $clk_period * $clk_io_pct] -clock clk0 $non_clock_inputs
set_output_delay [expr $clk_period * $clk_io_pct] -clock clk0 [all_outputs]
```

## flow/design.v

```verilog
module arkanoid_lpf(
	input clk,
	input reset,
	input signed [15:0] in,
	output signed [15:0] out);
	reg [9:0] div = 256;  
	reg signed [17:0] A2;
	reg signed [17:0] B2;
	reg signed [17:0] B1;
	wire signed [15:0] audio_post_lpf1;
	always @ (*) begin
		A2 = -18'd18211;
		B1 = 18'd7278;
		B2 = 18'd7278;
	end
	iir_1st_order lpf6db(.clk(clk),
								.reset(reset),
								.div(div),
								.A2(A2),
								.B1(B1),
								.B2(B2),
								.in(in),
								.out(audio_post_lpf1)); 
	assign out = audio_post_lpf1;
endmodule
module iir_1st_order
#(
	parameter COEFF_WIDTH = 18,
	parameter COEFF_SCALE = 15,
	parameter DATA_WIDTH  = 16,
	parameter COUNT_BITS  = 10
)
(
	input clk,
	input reset,
	input [COUNT_BITS - 1 : 0] div,
	input signed [COEFF_WIDTH - 1 : 0] A2, B1, B2,
   input signed [DATA_WIDTH - 1 :0] in,
   output [DATA_WIDTH - 1:0] out
);
	reg signed [DATA_WIDTH-1:0] x0,x1,y0;
	reg signed [DATA_WIDTH + COEFF_WIDTH - 1 : 0] out32;
	reg [COUNT_BITS - 1:0] count;
	assign out = y0;
	always @ (*) begin
		out32 <= (B1*x0 + B2*x1) - A2*y0;  
	end
	always @ (posedge clk) begin
		if(reset) begin
			count <= 0;
			x0 <= 0;
			x1 <= 0;
			y0 <= 0;
		end
		else begin
			count <= count + 1'd1;
			if (count == div - 1) begin
					count <= 0;
					y0 <= {out32[DATA_WIDTH + COEFF_WIDTH - 1] , out32[COEFF_SCALE + DATA_WIDTH - 2 : COEFF_SCALE]};
					x1 <= x0;
					x0 <= in;
			end
		end
	end
endmodule  
module iir_2nd_order
#(
	parameter COEFF_WIDTH = 18,
	parameter COEFF_SCALE = 14,
	parameter DATA_WIDTH  = 16,
	parameter COUNT_BITS  = 10
)
(
	input clk,
	input reset,
	input [COUNT_BITS - 1 : 0] div,
	input signed [COEFF_WIDTH - 1 : 0] A2, A3, B1, B2, B3,
   input signed [DATA_WIDTH - 1 : 0] in,
   output [DATA_WIDTH - 1 : 0] out
);
	reg signed [DATA_WIDTH-1 : 0] x0,x1,x2;
	reg signed [DATA_WIDTH-1 : 0] y0,y1;
	reg signed [(DATA_WIDTH + COEFF_WIDTH - 1) : 0] out32;
	reg [COUNT_BITS : 0] count;
	assign out = y0;
	always @ (*) begin
		out32 <= (B1*x0 + B2*x1 + B3*x2) - (A2*y0 + A3*y1);  
	end
	always @ (posedge clk) begin
		if(reset) begin
			count <=  0;
			x0 <= 0;
			x1 <= 0;
			x2 <= 0;
			y0 <= 0;
			y1 <= 0; 
		end
		else begin
			count <= count + 1'd1;
			if (count == div - 1) begin
					count <= 0;
					y1 <= y0;
					y0 <= {out32[DATA_WIDTH + COEFF_WIDTH - 1] , out32[(DATA_WIDTH + COEFF_SCALE - 2) : COEFF_SCALE]};
					x2 <= x1;
					x1 <= x0;
					x0 <= in;
			end
		end
	end
endmodule  
```

==> writeup.txt <==
Placement row count: 89. Number of global-route vias before repair: 13300. The relative slew slack was 0.506.

For this run the aggregate overflow at the end of global routing stands at 0. In this run the standard cell core region covers 59000 um2. Per the Yosys statistics, synthesis produced 2015 cells. The CTS clock-pin slew for the worst setup and hold paths works out to 70 ps. The count of hold-fix buffers inserted at cts was 0; the total routing usage reported by global routing was 0.157. With the proportion of layout cells with a drive suffix above 1 at 0.0234, the count of warnings emitted by yosys is 2.

The first detailed-routing pass took 5 iterations. The finished cells cover 19500 um2. The synthesis-stage register bit count came out at 58. The logs give 0.384 for the proportion of power drawn by flip-flops and latches and 0.0647 for the sequential cell area fraction in the yosys report.

The run gives 10.2 nW for the leakage power of the design. Counting I/O delays and the setup requirement, the final critical path takes 7920 ps. The floorplan step set the die width to 247 um.

For the largest net degree at the start of global routing, the log shows 46. The final timing report lists clock skew as 12.1 ps. The flow reported a cell area power density of 18.5 nW/um2.

With the number of flops mapped to enable cells by yosys at 0, the final wirelength is 43000 um. The script logs the ratio of routed vias to standard cells as 4.51. Counting the buffers created by CTS gives 9. According to the hold report, the worst path is of the reg -> reg type. For the clock latency of the later-clocked register in the worst-skew pair, the log shows 360 ps. The gate-level netlist out of Yosys references 69 unique cell types. The vertical die dimension came out at 247 um. The logs give 17050 ps for the required time reported for the critical path endpoint and 12700 for the via count. The run gives 0 as the post-detailed-route count of antenna-violating nets. Number of hold violations in the final report: 0. For the worst setup path, the data arrival time is 8170 ps. The internal power of the cells totals 0.276 mW. The number of gates resized after CTS was 0. The logic gate share of total power is 0.024.

The post-synthesis average cell area came out at 8.90 um2. For the maximum level of the CTS H-tree, the log shows 3. TritonCTS built the clock tree.

The maximum achievable frequency came out at 0.126 GHz. In the routed design, unresolved DRC markers number 0. Setup repair after global routing left no endpoint under its margin. On the final layout, the worst hold slack is 460 ps. The critical path maximum fanout is 7. After floorplanning, the die was sized to cover 60800 um2. Summing every instance area after synthesis gives 17900 um2.

Max-cap violations in this run came to 0. Once iteration 0 of detailed routing completed, the report listed 432 DRC markers. The final tally of setup violations is 0.

By startpoint and endpoint, the worst setup path is classified as reg -> reg. With the number of antenna violations at the first check in global routing at 0, the number of slew-limit violations in the final report is 0. The script logs the mean routed wire length per placed instance as 15.2 um.

The total negative slack was 0 ps; the proportion of power drawn by the clock network was 0.592. The first global-routing pass estimated 70800 um of wire. The tools report the pre-placement core utilization as 0.304. Synthesis produced a netlist whose cell count is 2015. The number of buffers added on ports came out at 33.

The number of antenna diodes in the final layout is 0. The OpenROAD warning count came out at 39. The async set-or-reset flop fraction in the synthesized netlist works out to 0. After legalization and detailed placement, the total HPWL measured 38800 um.

The placement summary gives the final routability congestion estimate as 0.934. For this run, the chip area from Yosys synthesis comes to 17900 um2. The switching fraction of total power was 0.236; the largest voltage drop on the vdd net was 52.8 uV. For the post-place instance area, the log shows 19200 um2. STA classifies the critical path endpoint as a flop. According to the CTS report, the clock sink count is 58.

Relative to the synthesized area, the layout overhead comes to 8.88%. Fill cells in the final layout number 5939. The run finished with clean final reports. STA classifies the critical path startpoint as a flop. With the number of setup buffers added after CTS at 0, the overall power consumption is 0.361 mW. Per the OpenROAD power report, switching power amounts to 0.0852 mW. Per the CTS log, the root buffer master is sky130_fd_sc_hd__clkbuf_16. The maximum clock insertion buffer count was 2. The final critical-path share of the clock period came out at 0.472. Looking at the max-slew report, the worst-margin pin has a slew of 737 ps.

Most common flop cell mapped by yosys: sky130_fd_sc_hd__dfxtp_1. The floorplan report gives the top-level pin count as 34.
-- per-stage QoR --
step	std cells	setup slack [ps]	utilization
global placement	2808	8880	0.326
floorplan	2015	9690	-
CTS	2824	8850	0.331
global route	2824	8310	0.331
detailed placement	2808	8850	0.326
finish	2824	8880	0.331
-- layer usage --
metal / share of wire / up-vias / track usage / wire [um]
li1: - / 6312 / - / -
met1: 0.46 / 6119 / 0.224 / 19700
met2: 0.45 / 272 / 0.241 / 19400
met3: 0.081 / 24 / 0.0590 / 3480
met4: 0.011 / 0 / 0.0147 / 482
met5: 0 / - / 0 / 0
-- registers in the layout, indices dropped and copies added, names as in the netlist --
signal and flops:
lpf6db.x1 16, lpf6db.x0 16, lpf6db.y0 16, lpf6db.count 10
-- final cells by class --
| cell class | instances | area (um2) | share of cell area |
|---|---|---|---|
| Clock buffer | 11 | 243 | 0.0124 |
| Clock inverter | 5 | 77.6 | 0.00397 |
| Inverter | 599 | 2250 | 0.115 |
| Multi-Input combinational cell | 1336 | 14400 | 0.739 |
| Sequential cell | 58 | 1160 | 0.0594 |
| Tap cell | 773 | 967 | 0.0495 |
| Timing Repair Buffer | 42 | 393 | 0.0201 |
-- layout by cell type, fill, tap and decap left out, drive strengths merged, types with 10 or more instances in the layout --
master and count:
nor2 70, inv 598, buf 10, a211oi 10
xnor2 88, o21ai 57, ha 305, and2 10
nand2 120, nor2b 14, fa 309, a21oi 106
nand3 25, clkbuf 11, nand2b 13, xor2 39
dfxtp 58, o21a 13, nor3 14, a21o 28
clkdlybuf4s50 32
-- cells by family after synthesis --
kind of cell,synth area share
AOI/OAI and AO/OA,0.104
xor gates and xnor gates,0.0620
adders and majority gates,0.557
buffers and inverters,0.130
DFF,0.0647
muxes,0.00223
and+or+nand+nor,0.0798
-- synth_stat cells (all sizes together), types with 14 or more instances --
master  count  share of area
a21o       28          0.012
a21oi     106          0.030
clkbuf     18         0.0038
dfxtp      58          0.065
fa        309           0.34
ha        305           0.21
inv       598           0.13
nand2     120          0.025
nand3      25         0.0070
nor2       70          0.015
nor2b      14         0.0049
nor3       14         0.0042
o21ai      57          0.017
xnor2      88          0.043
xor2       39          0.019
-- worst max-delay path: stages, from the launching register on --
cell	delay (ps)
sky130_fd_sc_hd__dfxtp_1	620
sky130_fd_sc_hd__fa_1	620
sky130_fd_sc_hd__ha_1	300
sky130_fd_sc_hd__inv_1	90
sky130_fd_sc_hd__fa_1	450
sky130_fd_sc_hd__fa_1	550
sky130_fd_sc_hd__inv_1	60
sky130_fd_sc_hd__fa_1	500
sky130_fd_sc_hd__fa_1	430
sky130_fd_sc_hd__ha_1	370
sky130_fd_sc_hd__a211oi_2	190
sky130_fd_sc_hd__nor2_1	100
sky130_fd_sc_hd__o41ai_4	340
sky130_fd_sc_hd__nand4_1	230
sky130_fd_sc_hd__a41oi_2	350
sky130_fd_sc_hd__xnor2_1	160
sky130_fd_sc_hd__fa_1	540
sky130_fd_sc_hd__inv_1	40
sky130_fd_sc_hd__ha_1	360
sky130_fd_sc_hd__a21o_1	200
sky130_fd_sc_hd__a21o_1	180
sky130_fd_sc_hd__a21oi_1	140
sky130_fd_sc_hd__nor2b_1	70
sky130_fd_sc_hd__o21ai_1	150
sky130_fd_sc_hd__o21ai_1	130
sky130_fd_sc_hd__o41ai_2	320
sky130_fd_sc_hd__xnor2_1	110
sky130_fd_sc_hd__a22o_1	200
-- power by group through the flow --
stage,Combinational (mW),Sequential (mW),Clock [mW]
6_report,0.00871,0.139,0.214
5_1_grt,0.00943,0.139,0.225
4_1_cts,0.00891,0.139,0.219
-- final timing paths --
path                   start              end  slack [ps]  cells after the start
max             lpf6db.y0[8]    lpf6db.y0[14]        8880                     27
min          lpf6db.count[0]  lpf6db.count[0]         460                      1
max reg2reg     lpf6db.y0[8]    lpf6db.y0[14]        8880                     27
min reg2reg  lpf6db.count[0]  lpf6db.count[0]         460                      1
Power and IR drop assume default switching activity.
